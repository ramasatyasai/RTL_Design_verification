[flow/design.v]
module full_adder(input a, input b, input cin,
output s, output c);
wire w1,w2,w3;
ha h1(.a(a),.b(b),.sum(w1),.cout(w2));
ha h2(.a(cin),.b(w1),.sum(s),.cout(w3));
or or1(c,w2,w3);
endmodule
module ha(input a, input b, output sum, output cout);
assign sum = a^b;
assign cout = a&b;
endmodule
module llel_sub(input [3:0]a, input [3:0] b, output [3:0] c, output [3:0]d );
full_adder fa1(a[0],~b[0],1,d[0],c[0]);
full_adder fa2(a[1],~b[1],c[0],d[1],c[1]);
full_adder fa3(a[2],~b[2],c[1],d[2],c[2]);
full_adder fa4(a[3],~b[3],c[2],d[3],c[3]);
endmodule
[flow/run.sh]
#!/bin/bash
# OpenROAD 26Q1-2900-gdf79404cd8, Yosys 0.63+post, stock flow scripts
make -C /OpenROAD-flow-scripts/flow DESIGN_CONFIG=/design/flow/config.mk WORK_HOME=/design/flow/orfs finish
[flow/config.mk]
export PLATFORM = sky130hd
export DESIGN_NAME = llel_sub
export DESIGN_NICKNAME = llel_sub
export VERILOG_FILES = /design/flow/design.v
export SDC_FILE = /design/flow/constraint.sdc
export NUM_CORES = 4
export LEC_CHECK = 1
export CORE_AREA = 10 10 70 70
export DIE_AREA = 0 0 80 80
[flow/constraint.sdc]
current_design llel_sub

set clk_period 2.6
set clk_io_pct 0.2

create_clock -name clk0 -period $clk_period

set non_clock_inputs [all_inputs -no_clocks]
set_input_delay [expr $clk_period * $clk_io_pct] -clock clk0 $non_clock_inputs
set_output_delay [expr $clk_period * $clk_io_pct] -clock clk0 [all_outputs]
==> flow_metrics.tcl <==
# metrics dict for downstream scripts
set metrics [dict create \
    status "finished with violations" \
    violations "setup timing" \
    crit_type "in2out" \
    antenna_left 0 \
    grt_pass1_wl_um 752 \
    slew_headroom 0.9357 \
    fmax_mhz 366.4 \
    antenna_found_initial 0 \
    post-place-ws_ns -0.8983 \
    dpl.cell_count 78 \
    io_buffers 16 \
    comb_area_um2 92.59 \
    vias 129 \
    crit_buf_inv 4 \
    diodes 0 \
    grt-ovfl-total 0 \
    fp-utilization 0.05201 \
    critPathLaunchType "input pin" \
    ys_warn_count 1 \
    crit_family "adder cells" \
    first_pass_iters 1 \
    critPathSlowestCell "fa_2" \
    cts_hold_buf 0 \
    gp_routability_congestion 0.6777 \
    grtUsageTotal 0.01459 \
    peakVddDrop_uv 28.36 \
    layout.cells.most_common "inv_1" \
    grt_pass1_vias 141 \
    tool_warnings 34 \
    ios 16 \
    grt_setup_unrepaired "true" \
    setup_viol 1 \
    fillCellCount 410 \
    fin_ws_ns -0.1295 \
    crit_chain "buf_6 -> inv_4 -> ha_4 -> fa_2 -> fa_2 -> fa_2 -> inv_1 -> buf_2" \
    ys_seq_share 0 \
    netlist_instances 24 \
    hold_class "in2out" \
    rows 21 \
    wl_per_cell_um 6.089 \
    yosys_area_um2 177.7 \
    fin_area_um2 350.3 \
    ys_cells 24 \
    cp_data_arrival_time_ns 2.21 \
    die.size.x_um 80 \
    dp_hpwl_um 490.1 \
    syn_area_um2 177.7 \
    wirelength_um 481 \
    min_period_over_period 1.050 \
    nClkBuffers 0 \
    crit_top_cell "fa_2" \
    grt_max_degree 3 \
    fin_crit_ns 2.729 \
    regArea_um2 0 \
    die-area_um2 6400 \
    critical_path.max_stage_delay_ns 0.57 \
    worst_pin_slew_ns 0.09635 \
    drc 0 \
    cap_viol_max_count 0 \
    final_cell_count_no_fill 79 \
    placed_area_um2 340.3 \
    total_power_uw 53.86 \
    synth_area_per_cell_um2 7.403 \
    pwr_density_cell_nw_per_um2 153.7 \
    slew_violations 0 \
    hold_viol 0 \
    vias_per_cell 1.633 \
    synth_cell_types 4 \
    drt_iter0_markers 0 \
    syn_to_final_growth_pct 97.18 \
    seq_cells 0 \
    core_area_um2 3416 \
    setup.worst_path.end_class "output port" \
    power.leakage_nw 0.1606 \
    cp_max_fo 2 \
    drive_above_1_share 0.3636 \
    mostFrequentLayoutCells "10 x inv_1, 8 x clkdlybuf4s50_1, 3 x fa_2" \
    die_h_um 80 \
    required_ns 2.08 \
]
cells by family after synthesis:
logic type / share of synthesized area
buffers and inverters: 0.5915
adders and majority gates: 0.4085
layer usage:
layer / global-route usage / routed length [um]
met5: 0 / 0
met1: 0.01463 / 170
met4: 0 / 0
met2: 0.02568 / 210
met3: 0.01023 / 100
power by group:
part | internal (mW) | total (mW) | switching (mW)
Sequential | 0 | 0 | 0
Clock | 0 | 0 | 0
Combinational | 0.0369 | 0.0539 | 0.0170
Total | 0.0369 | 0.0539 | 0.0170
repair_timing:
action / in CTS / in global routing
endpoints found under the setup margin: 6 / 2
pin swaps: 4 / 4
buffers inserted: 0 / 1
gates resized: 24 / 5
synthesized netlist by cell type (all sizes together):
master	number	area, um2
inv	12	45.04
buf	8	60.06
fa	3	60.06
ha	1	12.51
final cells by class:
class              instances  share of cell area
multi-input cells          4              0.2643
repair buffers            17              0.4357
well taps                 46              0.1643
inverters                 12              0.1357
final timing paths:
check	start	to	slack (ns)	cells after the start
min	b[0]	d[0]	1.64	4
max	a[0]	d[3]	-0.13	8
per-stage QoR:
stage	setup TNS [ns]	hold slack, ns	utilization
6_report	-0.1295	1.638	0.1026
5_1_grt	-0.1847	1.672	0.1026
4_1_cts	-0.2682	1.659	0.1004
3_5_place_dp	-2.799	2.045	0.09963
3_3_place_gp	-2.838	2.043	0.09963
2_1_floorplan	0	1.266	-
Power and IR drop assume default switching activity.
