**design/flow/design.v**
```verilog
module carry_sel_adder(input [3:0]a, input [3:0]b, input cin, output [3:0] sum, output cout );
wire [3:0] wa;
wire [3:0] wb;
wire [3:0]c0;
wire [3:0]c1;
wire [3:0]sum0;
wire [3:0]sum1;
fa FA0(.a(a[0]),.b(b[0]),.cin(cin),.sum(sum0[0]),.cout(c0[0]));
fa FA1(.a(a[1]),.b(b[1]),.cin(c0[0]),.sum(sum0[1]),.cout(c0[1]));
fa FA2(.a(a[2]),.b(b[2]),.cin(c0[1]),.sum(sum0[2]),.cout(c0[2]));
fa FA3(.a(a[3]),.b(b[3]),.cin(c0[2]),.sum(sum0[3]),.cout(c0[3]));
fa FA4(.a(a[0]),.b(b[0]),.cin(cin),.sum(sum1[0]),.cout(c1[0]));
fa FA5(.a(a[1]),.b(b[1]),.cin(c1[0]),.sum(sum1[1]),.cout(c1[1]));
fa FA6(.a(a[2]),.b(b[2]),.cin(c1[1]),.sum(sum1[2]),.cout(c1[2]));
fa FA7(.a(a[3]),.b(b[3]),.cin(c1[2]),.sum(sum1[3]),.cout(c1[3]));
mux2_1 mux0(sum0[0],sum1[0],cin,sum[0]);
mux2_1 mux1(sum0[1],sum1[1],cin,sum[1]);
mux2_1 mux2(sum0[2],sum1[2],cin,sum[2]);
mux2_1 mux3(sum0[3],sum1[3],cin,sum[3]);
mux2_1 mux4(c0[3],c1[3],cin,cout);
endmodule
module fa (input a, input b, input cin, output sum, output cout);
assign sum = (a^b^cin);
assign cout = ((a&b) | ((a^b)&cin));
endmodule
module mux2_1(input a,b,input s, output reg y);
always@(*)
begin
case (s)
1'b0: y=a;
1'b1: y=b;
endcase
end
endmodule
```
**design/flow/run.sh**
```bash
#!/bin/bash
# OpenROAD 26Q1-2900-gdf79404cd8, Yosys 0.63+post, stock flow scripts
make -C /OpenROAD-flow-scripts/flow DESIGN_CONFIG=/design/flow/config.mk WORK_HOME=/design/flow/orfs finish
```
**design/flow/config.mk**
```make
export PLATFORM = sky130hd
export DESIGN_NAME = carry_sel_adder
export DESIGN_NICKNAME = carry_sel_adder
export VERILOG_FILES = /design/flow/design.v
export SDC_FILE = /design/flow/constraint.sdc
export NUM_CORES = 4
export LEC_CHECK = 1
export CORE_AREA = 10 10 70 70
export DIE_AREA = 0 0 80 80
```
**design/flow/constraint.sdc**
```tcl
current_design carry_sel_adder

set clk_period 3.0
set clk_io_pct 0.2

create_clock -name clk0 -period $clk_period

set non_clock_inputs [all_inputs -no_clocks]
set_input_delay [expr $clk_period * $clk_io_pct] -clock clk0 $non_clock_inputs
set_output_delay [expr $clk_period * $clk_io_pct] -clock clk0 [all_outputs]
```
==> qor.txt <==
Area growth, synth to finish = 105.9%
Avg WL per Cell = 5.730 um
Cell taking the most area after synthesis = fa_1
Crit path max-delay family = adder cells
Final slew viol count = 0
Flops = 0
1st-iter DRT viols = 0
# rows = 21
Drt via density = 1.730
Syn. warnings = 1
Placer's final routability congestion estimate = 0.7348
Yosys Chip Area = 147.6 um2
Post-route ant nets = 0
Required @ worst endpoint = 2400 ps
CP Cell Sequence = buf_2 -> inv_2 -> fa_2 -> inv_2 -> fa_2 -> fa_2 -> inv_2 -> fa_2 -> inv_2 -> buf_2
Slew at the pin with the worst max-slew slack = 102.9 ps
Fin util = 8.901%
Largest net degree at the start of global routing = 2
Final number of setup-violating endpoints = 0
Top Ports = 14
VDD IR max = 0.04034 mV
Period utilization = 96.38%
Fin crit period = 2891 ps
Total power = 0.00004313 W
Vias in the first global route = 133
Sw frac = 34.85%
Detailed Place HPWL = 414.5 um
Outcome = finished, final reports clean
Post-CTS Hold Fix Bufs = 0
Post-CTS Setup Inserts = 0
Fill count = 404
Wirelength, routed = 424 um
Max cap viols = 0
Clk pwr share = 0%
Final hold violation count = 0
Post-synthesis cell type count = 3
Die Ht = 80 um
# DRC = 0
WP buf/inv = 6
Reg power frac = 0%
Remaining global-route overflow = 0
Post-synth seq share = 0%
Fraction of layout cells with a size suffix above 1 = 50.00%
CP Capture Type = primary output
Crit path DAT = 2290 ps
Register cell area after layout = 0 um2
Antenna violations before repair = 0
Top-area cell share = 54.24%
Combinational power share = 100.0%
Die W = 80 um
Post-Syn Area = 147.6 um2
Internal power = 0.00002810 W
Highest Clock Rate = 0.3459 GHz
Hold slack = 1962 ps
Tool warning count = 33
CP startpoint kind = input port
RSZ-0062 raised after global routing = no
Fp_density = 4.322%
GRT Util Overall = 1.160%
Synth Instances = 18
Slowest CP cell = fa_2
Port buffer count = 14
First-pass GRT wire length = 586 um
# Cells Yosys = 18
Biggest area cells = fa_1 54%, inv_1 25%, buf_4 20%
Slew HR = 93.13%
Place WS = -660.9 ps
Worst hold path class = input port to primary output
Pwr dens = 141.9 mW/mm2
TritonRoute pass-1 iters = 1
MI comb area = 90.09 um2
CORE AREA = 0.003416 mm2
Via count = 128
Pleak = 0.1407 nW
Slack of the critical path = 108.7 ps
Antenna Cells = 0
Crit path max fanout = 1
# clk buffers = 0
Delay of the slowest cell on the worst path = 430 ps
Kind of critical path = input port to primary output
Average size of a mapped cell = 8.202 um2
Switch Pwr = 0.00001503 W
Die area = 0.006400 mm2
[worst paths after layout]
check	depth (start not counted)	slack (ps)	from	endpoint
worst min-delay path	4	1960	b[1]	sum[2]
worst max-delay path	10	110	a[0]	sum[3]
[cell type report]
cell class | instances | area share [%]
Timing Repair Buffer | 14 | 39.09
Inverter | 10 | 12.35
Tap cell | 46 | 18.93
Multi-Input combinational cell | 4 | 29.63
[power groups by stage]
stage	sequential [W]	clock, W	combinational [W]
4_1_cts	0	0	0.0000455
5_1_grt	0	0	0.0000497
6_report	0	0	0.0000431
[cell families after synthesis]
logic type,Yosys count,share of synthesized area [%]
buffers and inverters,14,45.77
adder cells (fa/ha/maj),4,54.24
[repair_timing]
item | 4_1_cts | 5_1_grt
endpoints found under the setup margin | 3 | 1
gates resized | 26 | 1
pin swaps | 4 | 2
[cell usage after synthesis]
| master | instances |
|---|---|
| buf_4 | 4 |
| inv_1 | 10 |
| fa_1 | 4 |
[placed cells by master, fill, tap and decap left out]
| cell | count |
|---|---|
| inv_2 | 6 |
| clkdlybuf4s50_1 | 6 |
| inv_1 | 4 |
| fa_2 | 4 |
| buf_2 | 4 |
| dlygate4sd2_1 | 3 |
| dlymetal6s2s_1 | 1 |
[per-layer routing]
layer,routed length [um],up-vias,global-route usage (%)
li1,-,60,-
met1,249,54,2.140
met2,85,14,0.9631
met3,89,0,0.6818
met4,0,0,0
met5,0,-,0
[metrics by stage]
step / area (um2) / setup TNS (ps) / std cells
after floorplan: 147.6 / 0 / 18
after global placement: 315.3 / -1429 / 74
after detailed placement: 315.3 / -1466 / 74
after CTS: 301.5 / -11.79 / 74
after global routing: 304.0 / 0 / 74
final: 304.0 / 0 / 74
Power figures rest on the tool's default switching activity, not on a simulated workload.
